==> ./design.v <==
module Conv(
  clk,
  rst_n,
  image_valid,
  filter_valid,
  in_data,
  out_valid,
  out_data
);
input clk, rst_n, image_valid, filter_valid;
input signed [3:0] in_data;
output logic signed [15:0] out_data;
output logic out_valid;
logic signed [3:0] filter_reg_next [9:0];
logic signed [3:0] filter_reg [9:0];
always_comb begin
	filter_reg_next[9] = filter_valid ? in_data : filter_reg[9];
	for(int i=0; i<9; i=i+1) filter_reg_next[i] = filter_valid ? filter_reg[i+1] : filter_reg[i];
end
always_ff @(posedge clk or negedge rst_n) begin
	if(!rst_n)
		for(int i=0; i<10; i=i+1) filter_reg[i] <= '1;
	else
		for(int i=0; i<10; i=i+1) filter_reg[i] <= filter_reg_next[i];
end
logic [6:0] cnt;
logic [6:0] cnt_next;
parameter S_begin = 122;
parameter S_stop = 65;
always_comb begin
	if(filter_valid)
		cnt_next = S_begin;
	else if(cnt == S_stop)
		cnt_next = S_stop;
	else
		cnt_next = cnt + 1;
end
always_ff @(posedge clk or negedge rst_n) begin
	if(!rst_n)
		cnt <= S_stop;
	else
		cnt <= cnt_next;
end
logic signed [3:0] in_data_reg_pre;
logic signed [3:0] in_data_reg;
assign in_data_reg_pre = image_valid ? in_data : '1;
always_ff @(posedge clk or negedge rst_n) begin
	if(!rst_n)
		in_data_reg <= '1;
	else
		in_data_reg <= in_data_reg_pre;
end
logic signed [7:0] Ax_mul, Bx_mul, Cx_mul, Dx_mul, Ex_mul;
logic signed [7:0] Ax_mul_reg, Bx_mul_reg, Cx_mul_reg, Dx_mul_reg, Ex_mul_reg;
logic signed [7:0] Ax_reg_next;
logic signed [8:0] Bx_reg_next, Cx_reg_next;
logic signed [9:0] Dx_reg_next, Ex_reg_next;
logic signed [7:0] Ax_reg;
logic signed [8:0] Bx_reg, Cx_reg;
logic signed [9:0] Dx_reg, Ex_reg;
logic signed [9:0] convx_out;
logic [5:0] booth0x [4:0], booth1x [4:0];
logic signed [5:0] booth0x_reg [4:0], booth1x_reg [4:0];
always_ff @(posedge clk or negedge rst_n) begin
	if(!rst_n) begin
		for(int i=0; i<5; i=i+1) booth0x_reg[i] <= '1;
		for(int i=0; i<5; i=i+1) booth1x_reg[i] <= '1;
	end
	else begin
		for(int i=0; i<5; i=i+1) booth0x_reg[i] <= booth0x[i];
		for(int i=0; i<5; i=i+1) booth1x_reg[i] <= booth1x[i];
	end
end
always_comb begin
	MUL4(in_data_reg,filter_reg[0],booth0x[0],booth1x[0]);
	MUL4(in_data_reg,filter_reg[1],booth0x[1],booth1x[1]);
	MUL4(in_data_reg,filter_reg[2],booth0x[2],booth1x[2]);
	MUL4(in_data_reg,filter_reg[3],booth0x[3],booth1x[3]);
	MUL4(in_data_reg,filter_reg[4],booth0x[4],booth1x[4]);
	Ax_mul = booth0x_reg[0] + (booth1x_reg[0] << 2);
	Bx_mul = booth0x_reg[1] + (booth1x_reg[1] << 2);
	Cx_mul = booth0x_reg[2] + (booth1x_reg[2] << 2);
	Dx_mul = booth0x_reg[3] + (booth1x_reg[3] << 2);
	Ex_mul = booth0x_reg[4] + (booth1x_reg[4] << 2);
	Ax_reg_next = Ax_mul_reg;
	Bx_reg_next = Bx_mul_reg + Ax_reg;
	Cx_reg_next = Cx_mul_reg + Bx_reg;
	Dx_reg_next = Dx_mul_reg + Cx_reg;
	Ex_reg_next = Ex_mul_reg + Dx_reg;
end
always_ff @(posedge clk or negedge rst_n) begin
	if(!rst_n) begin
		Ax_mul_reg <= '1;
		Bx_mul_reg <= '1;
		Cx_mul_reg <= '1;
		Dx_mul_reg <= '1;
		Ex_mul_reg <= '1;
		Ax_reg <= '1;
		Bx_reg <= '1;
		Cx_reg <= '1;
		Dx_reg <= '1;
		Ex_reg <= '1;
	end
	else begin
		Ax_mul_reg <= Ax_mul;
		Bx_mul_reg <= Bx_mul;
		Cx_mul_reg <= Cx_mul;
		Dx_mul_reg <= Dx_mul;
		Ex_mul_reg <= Ex_mul;
		Ax_reg <= Ax_reg_next;
		Bx_reg <= Bx_reg_next;
		Cx_reg <= Cx_reg_next;
		Dx_reg <= Dx_reg_next;
		Ex_reg <= Ex_reg_next;
	end
end
assign convx_out = Ex_reg;
logic signed [12:0] Ay_mul, By_mul, Cy_mul, Dy_mul, Ey_mul;
logic signed [12:0] Ay_mul_reg, By_mul_reg, Cy_mul_reg, Dy_mul_reg, Ey_mul_reg;
logic signed [14:0] Ay_add, By_add, Cy_add, Dy_add, Ey_add;
logic signed [14:0] Ay_reg_next[3:0], By_reg_next[3:0], Cy_reg_next[3:0], Dy_reg_next[3:0];
logic signed [14:0] Ay_reg[3:0], By_reg[3:0], Cy_reg[3:0], Dy_reg[3:0];
logic signed [14:0] convy_out;
logic signed [14:0] reg_temp;
logic signed [14:0] reg_temp_next;
logic [10:0] booth0y [4:0];
logic [10:0] booth1y [4:0];
logic signed [10:0] booth0y_reg [4:0];
logic signed [10:0] booth1y_reg [4:0];
always_comb begin
	MUL10(convx_out,filter_reg[5],booth0y[0],booth1y[0]);
	MUL10(convx_out,filter_reg[6],booth0y[1],booth1y[1]);
	MUL10(convx_out,filter_reg[7],booth0y[2],booth1y[2]);
	MUL10(convx_out,filter_reg[8],booth0y[3],booth1y[3]);
	MUL10(convx_out,filter_reg[9],booth0y[4],booth1y[4]);
	Ay_mul = booth0y_reg[0] + (booth1y_reg[0] << 2);
	By_mul = booth0y_reg[1] + (booth1y_reg[1] << 2);
	Cy_mul = booth0y_reg[2] + (booth1y_reg[2] << 2);
	Dy_mul = booth0y_reg[3] + (booth1y_reg[3] << 2);
	Ey_mul = booth0y_reg[4] + (booth1y_reg[4] << 2);
end
always_ff @(posedge clk or negedge rst_n) begin
	if(!rst_n) begin
		for(int i=0; i<5; i=i+1) booth0y_reg[i] <= '1;
		for(int i=0; i<5; i=i+1) booth1y_reg[i] <= '1;
	end
	else begin
		for(int i=0; i<5; i=i+1) booth0y_reg[i] <= booth0y[i];
		for(int i=0; i<5; i=i+1) booth1y_reg[i] <= booth1y[i];
	end
end
always_comb begin
	Ay_add = Ay_mul_reg;
	By_add = By_mul_reg + Ay_reg[0];
	Cy_add = Cy_mul_reg + By_reg[0];
	Dy_add = Dy_mul_reg + Cy_reg[0];
	Ey_add = Ey_mul_reg + Dy_reg[0];
	Ay_reg_next[3] = cnt[2] ? ((cnt >= 35)? convy_out : Ay_add) : Ay_reg[3];
	Ay_reg_next[2] = cnt[2] ? Ay_reg[3] : Ay_reg[2];
	Ay_reg_next[1] = cnt[2] ? Ay_reg[2] : Ay_reg[1];
	Ay_reg_next[0] = cnt[2] ? Ay_reg[1] : Ay_reg[0];
	By_reg_next[3] = cnt[2] ? By_add : By_reg[3];
	By_reg_next[2] = cnt[2] ? ((cnt >= 45)? reg_temp : By_reg[3]) : By_reg[2];
	By_reg_next[1] = cnt[2] ? By_reg[2] : By_reg[1];
	By_reg_next[0] = cnt[2] ? By_reg[1] : By_reg[0];
	Cy_reg_next[3] = cnt[2] ? Cy_add : Cy_reg[3];
	Cy_reg_next[2] = cnt[2] ? Cy_reg[3] : Cy_reg[2];
	Cy_reg_next[1] = cnt[2] ? Cy_reg[2] : Cy_reg[1];
	Cy_reg_next[0] = cnt[2] ? Cy_reg[1] : Cy_reg[0];
	Dy_reg_next[3] = cnt[2] ? Dy_add : Dy_reg[3];
	Dy_reg_next[2] = cnt[2] ? Dy_reg[3] : Dy_reg[2];
	Dy_reg_next[1] = cnt[2] ? Dy_reg[2] : Dy_reg[1];
	Dy_reg_next[0] = cnt[2] ? Dy_reg[1] : Dy_reg[0];
	reg_temp_next = cnt[2] ? Ay_reg[0] : reg_temp;
end
always_ff @(posedge clk or negedge rst_n) begin
	if(!rst_n) begin
		Ay_mul_reg <= '1;
		By_mul_reg <= '1;
		Cy_mul_reg <= '1;
		Dy_mul_reg <= '1;
		Ey_mul_reg <= '1;
		for(int i=0; i<4; i=i+1) Ay_reg[i] <= '1;
		for(int i=0; i<4; i=i+1) By_reg[i] <= '1;
		for(int i=0; i<4; i=i+1) Cy_reg[i] <= '1;
		for(int i=0; i<4; i=i+1) Dy_reg[i] <= '1;
		reg_temp <= '1;
	end
	else begin
		Ay_mul_reg <= Ay_mul;
		By_mul_reg <= By_mul;
		Cy_mul_reg <= Cy_mul;
		Dy_mul_reg <= Dy_mul;
		Ey_mul_reg <= Ey_mul;
		for(int i=0; i<4; i=i+1) Ay_reg[i] <= Ay_reg_next[i];
		for(int i=0; i<4; i=i+1) By_reg[i] <= By_reg_next[i];
		for(int i=0; i<4; i=i+1) Cy_reg[i] <= Cy_reg_next[i];
		for(int i=0; i<4; i=i+1) Dy_reg[i] <= Dy_reg_next[i];
		reg_temp <= reg_temp_next;
	end
end
assign convy_out = Ey_add;
logic out_valid_next;
logic signed [14:0] out_data_next;
parameter S_out = 48;
always_comb begin
	out_valid_next = !cnt[6] & cnt[5] & cnt[4];
	casez(cnt)
		S_out: out_data_next = By_reg[0];
		S_out+1: out_data_next = By_reg[1];
		S_out+2: out_data_next = By_reg[2];
		S_out+3: out_data_next = reg_temp;
		S_out+4,S_out+5,S_out+6,S_out+7: out_data_next = Ay_reg[0];
		S_out+8: out_data_next = Ay_reg[0];
		S_out+9: out_data_next = Ay_reg[1];
		S_out+10: out_data_next = Ay_reg[2];
		S_out+11: out_data_next = Ay_reg[3];
		S_out+12,S_out+13,S_out+14,S_out+15: out_data_next = convy_out;
		default: out_data_next = 0;
	endcase
end
always_ff @(posedge clk or negedge rst_n) begin
	if(!rst_n) begin
		out_valid <= 0;
		out_data <= 0;
	end
	else begin
		out_valid <= out_valid_next;
		out_data <= out_data_next;
	end
end
task MUL10(input signed [9:0] a, input signed [3:0] b, output [10:0] booth0, output [10:0] booth1);
	casez(b[1:0])
		'b00: booth0 = 0;
		'b01: booth0 = a;
		'b10: booth0 = -(a <<< 1);
		'b11: booth0 = -a;
	endcase
	casez(b[3:1])
		'b000: booth1 = 0;
		'b001: booth1 = a;
		'b010: booth1 = a;
		'b011: booth1 = a <<< 1;
		'b100: booth1 = -(a <<< 1);
		'b101: booth1 = -a;
		'b110: booth1 = -a;
		'b111: booth1 = 0;
	endcase
endtask
task MUL4(input signed [3:0] a, input signed [3:0] b, output [5:0] booth0, output [5:0] booth1);
	casez(b[1:0])
		'b00: booth0 = 0;
		'b01: booth0 = a;
		'b10: booth0 = -(a <<< 1);
		'b11: booth0 = -a;
	endcase
	casez(b[3:1])
		'b000: booth1 = 0;
		'b001: booth1 = a;
		'b010: booth1 = a;
		'b011: booth1 = a <<< 1;
		'b100: booth1 = -(a <<< 1);
		'b101: booth1 = -a;
		'b110: booth1 = -a;
		'b111: booth1 = 0;
	endcase
endtask
endmodule
==> ./run.sh <==
#!/bin/bash
# OpenROAD 26Q1-2900-gdf79404cd8, Yosys 0.63+post, stock flow scripts
make -C /OpenROAD-flow-scripts/flow DESIGN_CONFIG=/design/flow/config.mk WORK_HOME=/design/flow/orfs finish
==> ./config.mk <==
export PLATFORM = sky130hd
export DESIGN_NAME = Conv
export DESIGN_NICKNAME = Conv
export VERILOG_FILES = /design/flow/design.v
export SDC_FILE = /design/flow/constraint.sdc
export NUM_CORES = 4
export LEC_CHECK = 1
export CORE_UTILIZATION = 40
==> ./constraint.sdc <==
current_design Conv

set clk_period 21.3
set clk_io_pct 0.2

create_clock -name clk0 -period $clk_period [get_ports {clk}]

set non_clock_inputs [all_inputs -no_clocks]
set_input_delay [expr $clk_period * $clk_io_pct] -clock clk0 $non_clock_inputs
set_output_delay [expr $clk_period * $clk_io_pct] -clock clk0 [all_outputs]
==> summary.txt <==
Notes on the physical design

The tool warning count for the run is 30. The first-pass GRT wire length is 131000 µm. The diode insertion count for antenna repair is 0.

The placed instances occupy a cell area of 35400 µm². The via count of the first global-routing pass is 22600. The arrival time of the worst setup path is 7.96 ns. Looking at the reg2reg group, the worst path ends at Cy_reg[1][3]. Across all layers, the routed design uses 23400 vias.

The maximum count of clock buffers along a single path is 3. Entering global routing, the biggest net connects 125 pins. The area enclosed by the die boundary is 86400 µm². The worst-case reg-to-reg path depth is 5. The total number of placement rows is 106. Per the power-grid run, VDD falls by no more than 89.4 µV. Setup repair after global routing left no endpoint under its margin. The number of enable flip-flop cells is 0.

The core region is 84000 µm². The routed length per placed instance is 19.2 µm. The final worst setup slack is 14.04 ns. Ranking logic cells in the layout by count gives the top entries 622 x dfstp_2, 274 x nand2_1, 246 x o21ai_0. The final setup skew is 0.0280 ns.

The final count of hold timing violations is 0. Dividing the final minimum period by the clock period gives 0.341. The maximum level of the CTS H-tree is 3.

The remaining max-slew budget at the tightest pin is 0.395. Once detail routing completed, the nets flagged for antenna violations numbered 0. The tree built by TritonCTS fans out to 643 sinks. The yosys stat chip area is 34100 µm². The summed instance area of the synthesized netlist is 34100 µm². STA classifies the critical path startpoint as an input pin. For reference, the most critical setup path is categorized as in2async. The global router's overall resource usage is 0.203. The power density over the cells is 177 nW/µm². The count of routing violations after the opening detailed-route iteration is 1710. The number of cells reported by Yosys stat comes to 3198. The instance count along the most critical hold path is 0. The report lists the number of cells resized after CTS as 0. The aggregate negative setup slack is 0 ns. The count of buffers added by post-CTS timing repair for setup is 0. The number of violations of the max-capacitance limit is 0. The floorplan die width is 294 µm.

Across the whole layout, storage elements account for 16900 µm². The kind of capture point of the worst setup path is an async pin. The number of fill cells in the layout is 7688. The endpoint of the worst hold path is Ay_mul_reg[1]. Yosys printed 19 warnings. On the reported timing paths, the clock transition at the registers reads 0.06 ns. The number of buffers inserted during clock tree synthesis is 72. The prevailing post-synth register cell is dfstp_2. The most frequent logic cell in the layout is dfstp_2. For this design, the CTS-stage hold fixing added 0 buffers. The share of the yosys chip area belonging to registers is 0.495. Port buffering added 24 buffers. The share of async-settable or async-resettable flops after synthesis is 1.00.

Per the hold report, the tightest min-delay path originates at booth0y_reg[0][1]. The count of cell types in the netlist is 91. The layout overhead on the synthesized area is 11.1%. Yosys reported a register bit count of 643. At the floorplan stage, the core utilization is reported as 0.406.

Per the post-synthesis report, the number of cells in the design is 3198. Summing all non-filler instances in the final layout gives an area of 37900 µm². For this run the aggregate overflow at the end of global routing stands at 0.

In this run the register-to-register setup slack is 17.37 ns. TritonRoute reported its final design rule violation total as 0. The report lists the cells along the critical path as buf_8, buf_12, buf_4, buf_4, buf_4, buf_4.

The post-place setup slack is 13.25 ns. Among all stages on the critical path, the maximum delay recorded is 0.67 ns. For the worst reg-to-reg path, the startpoint reported by OpenROAD is cnt[2]. The HPWL reported at the end of detailed placement is 57200 µm. The critical-path cell with the highest stage delay is buf_4.

The run finished with clean final reports. The smallest clock period supported by the final layout is computed as 7.26 ns. The number of optimization iterations in the first detailed-route pass is 7.

Pin placement for this block handled 25 I/O pins. The average size of a mapped cell is 10.7 µm². The most used cell along the critical path is buf_4. The maximum clock rate is 138 MHz. The routability congestion estimate from global placement is 0.939. The later-pin clock latency in the skew report is 0.63 ns.

TritonCTS built the clock tree. The final report lists the setup-violating endpoint count as 0. At the worst endpoint, the required time is 22.00 ns.

The final routed wirelength across all metal layers is 83200 µm. The floorplan die height is 294 µm. In the routed layout, each cell is associated on average with a via count of 5.39. The report shows a maximum critical-path fanout of 124.

Pins over their slew limit in the final report were tallied at 0. The script extracted a total leakage power of 15.3 nW. The transition time recorded at the tightest slew-check pin is 0.901 ns. The area of the multi-input gates is 16000 µm². In the final layout, the share of cells above drive strength 1 is 0.325. The tree is rooted in a clkbuf_16. The type recorded for the worst min-delay path is reg2reg.

The number of antenna violations at the first check in global routing is 1.
[worst max-delay path, delay by kind of cell]
family | cells | cell delay (ns)
buf+inv | 6 | 3.52
[cell usage after synthesis, types with 8 or more instances]
cell type  instances  area (µm²)
dfstp_2          622       16300
nand2_1          274        1030
o21ai_0          246        1230
mux2_2           227        2560
a21oi_1          205        1030
nor2_1           203         762
ha_1             171        2140
xnor2_1          155        1360
clkbuf_1         150         563
inv_1            120         450
nor3_1            60         300
a21o_1            53         398
xor2_1            47         412
a22oi_1           41         308
o22ai_1           41         257
a211oi_1          38         285
nand3_1           34         170
nor2b_1           34         213
mux2i_1           33         330
nand2b_1          28         175
o211ai_1          28         210
and2_1            26         163
a221oi_1          24         210
and3_1            22         138
dfrtp_1           21         526
fa_1              18         360
a21boi_0          17         128
o21a_1            16         120
a31oi_1           15        93.8
buf_2             15        75.1
buf_1             14        52.6
a22o_1            11        96.3
o21bai_1          11        82.6
a31o_2            10        87.6
or4_1             10        75.1
nand4_1            9        56.3
or3_1              9        56.3
o311ai_0           8        70.1
o31ai_1            8        60.1
[per-stage QoR]
stage                     utilization  hold WS, ns  total power [W]  std cells
after floorplan                     -        0.345          0.00454       3198
after global placement          0.421        0.346          0.00538       4217
after detailed placement        0.421        0.347          0.00539       4217
after CTS                       0.451        0.343          0.00674       4344
after global routing            0.451        0.350          0.00717       4344
final                           0.451        0.344          0.00669       4344
[worst max-delay path by stage]
stage | slack [ns] | startpoint | cells past startpoint | to
global route | 13.48 | rst_n | 6 | Ex_reg[3]
CTS | 13.90 | rst_n | 6 | booth0x_reg[4][5]
finish | 14.04 | rst_n | 6 | Ex_reg[5]
[power by group]
group | internal, W | switching (W)
logic | 0.00120 | 0.00152
registers | 0.00219 | 0.000490
clock network | 0.000782 | 0.000514
[logic make-up after synthesis]
family / count (synthesis) / synth area share
simple gates: 749 / 0.102
fa+ha+maj: 192 / 0.0742
mux: 261 / 0.0853
buf+inv: 308 / 0.0353
flops: 643 / 0.495
compound gates: 843 / 0.157
xor+xnor: 202 / 0.0519
[metal layers]
layer | GRT usage | vias up | share of wire
met5 | 0 | - | 0.00016
met4 | 0.0527 | 2 | 0.029
met3 | 0.0466 | 154 | 0.070
met2 | 0.284 | 623 | 0.43
met1 | 0.328 | 11300 | 0.47
li1 | - | 11300 | -
[cell type report]
cell class | count | share of cell area
clock buffers | 99 | 0.0545
clock inverters | 28 | 0.0117
inverters | 124 | 0.0123
multi-input cells | 2247 | 0.423
flip-flops and latches | 643 | 0.445
well taps | 1134 | 0.0375
repair buffers | 69 | 0.0156
Power is estimated from default activity; no workload was simulated.
