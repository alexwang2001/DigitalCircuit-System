==> design.v <==
module P_MUL(clk, rst_n, in_1, in_2, in_3, in_valid, out_valid, out);
input [46:0] in_1, in_2;
input [47:0] in_3;
input in_valid;
input clk, rst_n;
output logic out_valid;
output logic [95:0] out;
logic [46:0] in_1_pip0, in_2_pip0;
logic [47:0] in_3_pip0;
logic in_valid_pip0;
logic [47:0] sum_pip0;
always_ff @(posedge clk or negedge rst_n) begin
	if(!rst_n) begin
		in_1_pip0 <= 0;
		in_2_pip0 <= 0;
		in_3_pip0 <= 0;
		in_valid_pip0 <= 0;
	end
	else begin
		in_1_pip0 <= in_1;
		in_2_pip0 <= in_2;
		in_3_pip0 <= in_3;
		in_valid_pip0 <= in_valid;
	end
end
always_comb begin
	sum_pip0 = in_1_pip0 + in_2_pip0;
end
logic [47:0] num1_pip1, num2_pip1;
logic in_valid_pip1;
logic [11:0] a1, a2, b1, b2, c1, c2, d1, d2;
logic [95:0] A, B, C, D, E, F, G;
always_ff @(posedge clk or negedge rst_n) begin
	if(!rst_n) begin
		num1_pip1 <= 0;
		num2_pip1 <= 0;
		in_valid_pip1 <= 0;
	end
	else begin
		num1_pip1 <= sum_pip0;
		num2_pip1 <= in_3_pip0;
		in_valid_pip1 <= in_valid_pip0;
	end
end
always_comb begin
	{a1,b1,c1,d1} = num1_pip1;
	{a2,b2,c2,d2} = num2_pip1;
	A = (a1*a2)<<72 | (b1*b2)<<48 | (c1*c2)<<24 | d1*d2;
	B = (a1*b2)<<48 | (b1*c2)<<24 | (c1*d2);
	C = (a2*b1)<<48 | (b2*c1)<<24 | (c2*d1);
	D = (a2*c1)<<24 | (b2*d1);
	E = (a1*c2)<<24 | (b1*d2);
	F = a2*d1;
	G = a1*d2;
end
logic in_valid_pip2;
logic [95:0] A_pip2, B_pip2, C_pip2, D_pip2, E_pip2, F_pip2, G_pip2;
logic [95:0] s0, s1, s2;
always_ff @(posedge clk or negedge rst_n) begin
	if(!rst_n) begin
		A_pip2 <= 0;
		B_pip2 <= 0;
		C_pip2 <= 0;
		D_pip2 <= 0;
		E_pip2 <= 0;
		F_pip2 <= 0;
		G_pip2 <= 0;
		in_valid_pip2 <= 0;
	end
	else begin
		A_pip2 <= A;
		B_pip2 <= B;
		C_pip2 <= C;
		D_pip2 <= D;
		E_pip2 <= E;
		F_pip2 <= F;
		G_pip2 <= G;
		in_valid_pip2 <= in_valid_pip1;
	end
end
always_comb begin
	s0 = A_pip2;
	s1 = B_pip2 + C_pip2;
	s2 = D_pip2 + E_pip2 + ((F_pip2 + G_pip2)<<12);
end
logic in_valid_pip3;
logic [95:0] s0_pip3, s1_pip3, s2_pip3;
logic [95:0] S;
always_ff @(posedge clk or negedge rst_n) begin
	if(!rst_n) begin
		s0_pip3 <= 0;
		s1_pip3 <= 0;
		s2_pip3 <= 0;
		in_valid_pip3 <= 0;
	end
	else begin
		s0_pip3 <= s0;
		s1_pip3 <= s1;
		s2_pip3 <= s2;
		in_valid_pip3 <= in_valid_pip2;
	end
end
always_comb begin
	S = s0_pip3 + (s1_pip3<<12) + (s2_pip3<<24);
end
logic [95:0] out_pre;
always_ff @(posedge clk or negedge rst_n) begin
	if(!rst_n) begin
		out_pre <= 0;
		out_valid <= 0;
	end
	else begin
		out_pre <= S;
		out_valid <= in_valid_pip3;
	end
end
always_comb begin
	out = out_pre & {96{out_valid}};
end
endmodule
==> run.sh <==
#!/bin/bash
# OpenROAD 26Q1-2900-gdf79404cd8, Yosys 0.63+post, stock flow scripts
make -C /OpenROAD-flow-scripts/flow DESIGN_CONFIG=/design/flow/config.mk WORK_HOME=/design/flow/orfs finish
==> config.mk <==
export PLATFORM = sky130hd
export DESIGN_NAME = P_MUL
export DESIGN_NICKNAME = P_MUL
export VERILOG_FILES = /design/flow/design.v
export SDC_FILE = /design/flow/constraint.sdc
export NUM_CORES = 4
export LEC_CHECK = 1
export CORE_UTILIZATION = 30
==> constraint.sdc <==
current_design P_MUL

set clk_period 16.0
set clk_io_pct 0.2

create_clock -name clk0 -period $clk_period [get_ports {clk}]

set non_clock_inputs [all_inputs -no_clocks]
set_input_delay [expr $clk_period * $clk_io_pct] -clock clk0 $non_clock_inputs
set_output_delay [expr $clk_period * $clk_io_pct] -clock clk0 [all_outputs]
==> reports/qor.txt <==
Status -> complete, no violations
Dominant logic cell type in the layout -> inv_1
Vias in the first global route -> 84.4k
RSZ-0062 raised after global routing -> no
Min-Delay Path Class -> reg -> reg
Post-DP HPWL -> 232 mm
Die ar. -> 387000 um^2
Cell taking the most area after synthesis -> fa_1
Reg2reg setup slack -> 9.53 ns
Via count -> 80.3k
Final hold violations -> 0
Core Region -> 383000 um^2
Number of enable flip-flop cells -> 0
Critical Path RT -> 16.57 ns
Drt initial violations -> 3101
Setup_tns -> 0 ns
Chip Height -> 622 um
IO buf count -> 241
Clk pin slew, worst setup/hold paths -> 0.07 ns
Gpl congestion -> 0.951
Clock tree root buffer cell -> clkbuf_16
Syn Std Cell Area -> 115000 um^2
Sink Count -> 942
Cell Rows -> 227
Type of origin of the critical path -> register
OpenROAD warnings -> 29
Critical path fanouts, max -> 7
Synthesis Warnings -> 1
Final worst slack -> 9.53 ns
CTS resizes -> 0
Syn avg cell area -> 9.36 um^2
Routed WL per cell -> 17.3 um
Post-CTS setup repair buffer count -> 0
Syn Inst Count -> 12.3k
Hold Path Depth -> 0
Total Wirelength -> 301 mm
Largest net degree at the start of global routing -> 116
H-tree depth -> 3
CTS buffer count -> 106
Setup CP Type -> reg -> reg
Crit. End Element -> register
Total Routing Usage GR -> 16.7%
Drt drc -> 0
TritonRoute pass-1 iters -> 5
Floorplan core density -> 30.2%
Latency at later pin -> 0.78 ns
Max-slew headroom -> 23.3%
Register share after synthesis -> 20.4%
Die x size -> 622 um
Async S/R FF share, synth -> 100%
Top Layout Cells -> 2288 x inv_1, 1681 x nand2_1, 1680 x fa_1, 1301 x ha_1, 1051 x and2_1
Max Transition Viols Final -> 0
Post-route ant nets -> 0
Clock buffer depth -> 3
First-pass GRT wire length -> 481 mm
Yosys cell count -> 12.3k
Max Cap Violations -> 0
Main flop type -> dfrtp_1
Worst slew pin tran -> 1.14 ns
Share of cells above drive strength 1 -> 3.87%
Area delta synth->final -> 10.2%
Final period utilization -> 40.4%
Top cells by area -> fa_1 29%, dfrtp_1 20%, ha_1 14%
Final setup vio count -> 0
Yosys Chip Area -> 115000 um^2
FMAX -> 155 MHz
CTS tree -> done
DP Worst Slack -> 8.90 ns
CP Data Arrival Time -> 7.04 ns
Top-area cell share -> 29.2%
Minimum clock period -> 6.47 ns
IO Pins -> 242
Worst hold slack -> 0.329 ns
Clock skew -> 0.0365 ns
Total congestion overflow -> 0
Via-per-instance ratio -> 4.60
CTS Hold Bufs -> 0
Registers, synthesis -> 942
Unique cell types -> 97
Worst-case reg-to-reg path depth -> 25
Antenna violations before repair -> 32
## worst max-delay path, cell delays in order (launching register included)
cell and delay [ns]:
dfrtp_1 0.36, ha_1 0.21, inv_1 0.07, fa_1 0.21, nor2b_1 0.08, o31ai_1 0.37
a211oi_1 0.21, nor2_1 0.26, o22a_1 0.20, a21oi_1 0.10, a41o_1 0.26, o41ai_1 0.42
o21a_1 0.24, xnor2_1 0.23, fa_1 0.49, ha_1 0.38, a21oi_1 0.16, nor2b_1 0.05
o21ai_0 0.14, nand2b_1 0.09, a21o_1 0.21, a21oi_1 0.15, nor2b_1 0.07, or4_4 0.52
and2_4 0.16, xor2_1 0.62
## per-layer routing
| layer | GRT usage [%] | share of wire, % | routed length (um) | vias up |
|---|---|---|---|---|
| li1 | - | - | - | 38114 |
| met1 | 21.8 | 41 | 124000 | 39656 |
| met2 | 25.4 | 44 | 133000 | 2162 |
| met3 | 8.08 | 12 | 34700 | 382 |
| met4 | 4.02 | 3.0 | 8980 | 20 |
| met5 | 0.0370 | 0.045 | 134 | - |
## kinds of logic after synthesis
| logic type | share of synthesized area, % |
|---|---|
| AND/OR/NAND/NOR | 15.2 |
| adder cells (fa/ha/maj) | 43.3 |
| buffers and inverters | 9.28 |
| AND-OR/OR-AND | 7.88 |
| flip-flops | 20.4 |
| XOR/XNOR | 3.89 |
| multiplexers | 0.0358 |
## registers in the layout, summed over array words and instances, names as in the netlist
| signal | count |
|---|---|
| A_pip2 | 96 |
| B_pip2 | 72 |
| C_pip2 | 72 |
| D_pip2 | 48 |
| E_pip2 | 48 |
| F_pip2 | 24 |
| G_pip2 | 24 |
| in_1_pip0 | 47 |
| in_2_pip0 | 47 |
| in_3_pip0 | 48 |
| in_valid_pip0 | 1 |
| in_valid_pip1 | 1 |
| in_valid_pip2 | 1 |
| in_valid_pip3 | 1 |
| num1_pip1 | 48 |
| num2_pip1 | 48 |
| out_pre | 96 |
| out_valid | 1 |
| s0_pip3 | 96 |
| s1_pip3 | 73 |
| s2_pip3 | 50 |
## synthesized netlist by cell type (all sizes together), types with 10 or more instances
| cell type | instances |
|---|---|
| a21o | 212 |
| o2111ai | 14 |
| nand2 | 1681 |
| xor2 | 130 |
| o31ai | 35 |
| a211oi | 45 |
| nor3 | 136 |
| nor2 | 363 |
| ha | 1301 |
| or3 | 27 |
| xnor2 | 383 |
| a221oi | 12 |
| nand4 | 48 |
| o31a | 15 |
| a2111oi | 10 |
| inv | 2288 |
| and2 | 1052 |
| o211ai | 38 |
| a21boi | 38 |
| a31oi | 47 |
| nand3 | 99 |
| fa | 1680 |
| o21ai | 254 |
| o41ai | 14 |
| clkbuf | 554 |
| a21oi | 421 |
| a31o | 15 |
| o311ai | 13 |
| nor4 | 12 |
| o21bai | 65 |
| dfrtp | 942 |
| and3 | 55 |
| or2 | 23 |
| o21a | 63 |
| nor2b | 71 |
| a211o | 10 |
| nand2b | 48 |
## through the flow
| step | cells | cell area [um^2] | util (%) |
|---|---|---|---|
| global route | 17433 | 127000 | 33.2 |
| finish | 17447 | 127000 | 33.2 |
| detailed placement | 17235 | 123000 | 32.3 |
| floorplan | 12328 | 115000 | - |
| CTS | 17431 | 127000 | 33.2 |
| global placement | 17235 | 123000 | 32.3 |
## area by class of cell
type | instances | area (um^2)
diodes | 16 | 40.0
clock buffers | 130 | 2890
clock inverters | 66 | 778
fillers | 38503 | 255000
inverters | 2288 | 8590
multi-input cells | 8538 | 81100
flip-flops and latches | 942 | 23600
well taps | 5038 | 6300
repair buffers | 429 | 3870
## worst paths after layout
path                             from      endpoint
hold / removal             A_pip2[67]   s0_pip3[67]
hold reg to reg            A_pip2[67]   s0_pip3[67]
max in group asynchronous       rst_n  num2_pip1[3]
min in group asynchronous       rst_n   out_pre[67]
setup / recovery            F_pip2[0]   s2_pip3[45]
setup reg to reg            F_pip2[0]   s2_pip3[45]
