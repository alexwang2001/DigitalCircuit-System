## design.v

```verilog
module Fpc(clk, rst_n, in_valid, mode, in_a, in_b, out_valid, out);
input clk;
input rst_n;
input in_valid;
input mode;
input [15:0] in_a, in_b;
output logic out_valid;
output logic [15:0] out;
logic [15:0] in_a_next, in_b_next;
logic [15:0] in_a_reg, in_b_reg;
logic [7:0] a_extend, b_extend;
logic [8:0] exp_sum;
logic [1:0] exp_diff;
logic [7:0] exp_larger;
logic [7:0] a_shifted, b_shifted;
logic [8:0] a_comp, b_comp;
logic [9:0] sum;
logic [9:0] sum_comp;
logic [16:0] prod;
logic [15:0] bfloat16_sum;
logic [15:0] bfloat16_prod;
logic [15:0] out_next;
logic [7:0] temp;
parameter S_idle = 0;
parameter S_sum_1 = 1;
parameter S_sum_2 = 2;
parameter S_mul_1 = 3;
parameter S_mul_2 = 4;
logic [2:0] state;
logic [2:0] state_next;
always_ff @(posedge clk or negedge rst_n) begin : FSM
    if(!rst_n)
        state <= S_idle;
    else 
        state <= state_next;
end
always_comb begin : FSM_comb
    casez (state)
        S_idle: begin
            if(in_valid) begin
                if(mode == 0)
                    state_next = S_sum_1;
                else
                    state_next = S_mul_1;
            end
            else
                state_next = S_idle;
        end 
        S_mul_1: state_next = S_mul_2;
        S_sum_1: state_next = S_sum_2;
        S_mul_2, S_sum_2: state_next = S_idle; 
        default: state_next = S_idle;
    endcase
end
assign in_a_next = in_valid? in_a : 0;
assign in_b_next = in_valid? in_b : 0;
always_ff @(posedge clk or negedge rst_n) begin : in_reg
    if(!rst_n) begin
        in_a_reg <= 0;
        in_b_reg <= 0;
    end
    else begin
        in_a_reg <= in_a_next;
        in_b_reg <= in_b_next;
    end
end
assign a_extend = {1'b1, in_a_reg[6:0]};
assign b_extend = {1'b1, in_b_reg[6:0]};
always_comb begin: shifting
    if(in_a_reg[14:7] > in_b_reg[14:7]) begin
        exp_diff = in_a_reg[14:7] - in_b_reg[14:7];
        exp_larger = in_a_reg[14:7];
        case (exp_diff)
            1: b_shifted = b_extend >> 1;
            2: b_shifted = b_extend >> 2;
            3: b_shifted = b_extend >> 3;
            default: b_shifted = b_extend;
        endcase
        a_shifted = a_extend;
    end    
    else begin
        exp_diff = in_b_reg[14:7] - in_a_reg[14:7];
        exp_larger = in_b_reg[14:7];
        case (exp_diff)
            0: a_shifted = a_extend;
            1: a_shifted = a_extend >> 1;
            2: a_shifted = a_extend >> 2;
            3: a_shifted = a_extend >> 3;
        endcase
        b_shifted = b_extend;
    end
end
always_comb begin : complement
    a_comp = in_a_reg[15]? ~a_shifted + 1 : a_shifted;
    b_comp = in_b_reg[15]? ~b_shifted + 1 : b_shifted;
end
assign sum = a_comp + b_comp;
always_comb begin
    if(in_a_reg[15] == 0 && in_b_reg[15] == 0) begin
        sum_comp = sum;
        bfloat16_sum[15] = 0;
    end 
    else if(in_a_reg[15] == 1 && in_b_reg[15] == 1) begin
        sum_comp = ~(sum-1);
        bfloat16_sum[15] = 1;
    end 
    else begin
        sum_comp = sum[8]? ~(sum[8:0]-1) : sum;
        bfloat16_sum[15] = sum[8];
    end
end
assign prod = a_extend * b_extend;
always_comb begin : bfloat16_encode
    casez (sum_comp[8:0])
        9'b1????????: bfloat16_sum[14:7] = exp_larger + 1;
        9'b01???????: bfloat16_sum[14:7] = exp_larger;
        9'b001??????: bfloat16_sum[14:7] = exp_larger - 1;
        9'b0001?????: bfloat16_sum[14:7] = exp_larger - 2;
        9'b00001????: bfloat16_sum[14:7] = exp_larger - 3;
        9'b000001???: bfloat16_sum[14:7] = exp_larger - 4;
        9'b0000001??: bfloat16_sum[14:7] = exp_larger - 5;
        9'b00000001?: bfloat16_sum[14:7] = exp_larger - 6;
        9'b000000001: bfloat16_sum[14:7] = exp_larger - 7;
        9'b000000000: bfloat16_sum[14:7] = exp_larger - 8;
    endcase
    casez (sum_comp[8:0])
        9'b1????????: bfloat16_sum[6:0] = sum_comp[7:1];
        9'b01???????: bfloat16_sum[6:0] = sum_comp[6:0];
        9'b001??????: bfloat16_sum[6:0] = {sum_comp[5:0],1'd0};
        9'b0001?????: bfloat16_sum[6:0] = {sum_comp[4:0],2'd0};
        9'b00001????: bfloat16_sum[6:0] = {sum_comp[3:0],3'd0};
        9'b000001???: bfloat16_sum[6:0] = {sum_comp[2:0],4'd0};
        9'b0000001??: bfloat16_sum[6:0] = {sum_comp[1:0],5'd0};
        9'b00000001?: bfloat16_sum[6:0] = {sum_comp[0],6'd0};
        9'b000000001: bfloat16_sum[6:0] = 0;
        9'b000000000: bfloat16_sum[6:0] = 0;
    endcase
    bfloat16_prod[15] = in_a_reg[15] ^ in_b_reg[15];
		exp_sum = in_a_reg[14:7] + in_b_reg[14:7] - 'd127;
    bfloat16_prod[14:7] = exp_sum + prod[15];
    casez (prod[15:0])
        16'b1???????????????: bfloat16_prod[6:0] = prod[14:8];
        16'b01??????????????: bfloat16_prod[6:0] = prod[13:7];
        16'b001?????????????: bfloat16_prod[6:0] = prod[12:6];
        16'b0001????????????: bfloat16_prod[6:0] = prod[11:5];
        16'b00001???????????: bfloat16_prod[6:0] = prod[10:4];
        16'b000001??????????: bfloat16_prod[6:0] = prod[9:3];
        16'b0000001?????????: bfloat16_prod[6:0] = prod[8:2];
        16'b00000001????????: bfloat16_prod[6:0] = prod[7:1];
        16'b000000001???????: bfloat16_prod[6:0] = prod[6:0];
        16'b0000000001??????: bfloat16_prod[6:0] = {prod[5:0],1'd0};
        16'b00000000001?????: bfloat16_prod[6:0] = {prod[4:0],2'd0};
        16'b000000000001????: bfloat16_prod[6:0] = {prod[3:0],3'd0};
        16'b0000000000001???: bfloat16_prod[6:0] = {prod[2:0],4'd0};
        16'b00000000000001??: bfloat16_prod[6:0] = {prod[1:0],5'd0};
        16'b000000000000001?: bfloat16_prod[6:0] = {prod[0],6'd0};
        default: bfloat16_prod[6:0] = 0;
    endcase
end
assign out_valid = (state == S_mul_2) | (state == S_sum_2);
always_ff @(posedge clk or negedge rst_n) begin : out_reg
    if(!rst_n)
        out <= 0;
    else
        out <= out_next;
end
always_comb begin : out_reg_comb
    if(state == S_mul_1)
        out_next = bfloat16_prod;
    else if(state == S_sum_1)
        out_next = bfloat16_sum;
    else 
        out_next = 0;
end
endmodule
```

## run.sh

```bash
#!/bin/bash
# OpenROAD 26Q1-2900-gdf79404cd8, Yosys 0.63+post, stock flow scripts
make -C /OpenROAD-flow-scripts/flow DESIGN_CONFIG=/design/flow/config.mk WORK_HOME=/design/flow/orfs finish
```

## config.mk

```make
export PLATFORM = sky130hd
export DESIGN_NAME = Fpc
export DESIGN_NICKNAME = Fpc
export VERILOG_FILES = /design/flow/design.v
export SDC_FILE = /design/flow/constraint.sdc
export NUM_CORES = 4
export LEC_CHECK = 1
export CORE_UTILIZATION = 30
```

## constraint.sdc

```tcl
current_design Fpc

set clk_period 18.6
set clk_io_pct 0.2

create_clock -name clk0 -period $clk_period [get_ports {clk}]

set non_clock_inputs [all_inputs -no_clocks]
set_input_delay [expr $clk_period * $clk_io_pct] -clock clk0 $non_clock_inputs
set_output_delay [expr $clk_period * $clk_io_pct] -clock clk0 [all_outputs]
```

==> GITHUB_STEP_SUMMARY <==
## Implementation flow summary

| Metric | Value |
|---|---|
| Worst vdd ir | `0.0000684 V` |
| Final instance area | `0.00892 mm²` |
| Final design utilization | `34.3%` |
| RR Endpoint | `out[14]$_DFF_PN0_` |
| Core area | `0.0260 mm²` |
| CTS Buffer Depth | `2` |
| Worst setup path end | `out[14]$_DFF_PN0_` |
| Fin crit period | `8.18 ns` |
| Clk ins delay skew pair | `0.31 ns` |
| CP endpoint kind | `register` |
| Clk sink count | `53` |
| First-pass GRT wire length | `33000 µm` |
| Initial antenna violation count | `0` |
| Dpl hpwl | `15700 µm` |
| Synthesis area per yosys | `0.00793 mm²` |
| Hold Crit Class | `reg2reg` |
| FF-to-FF setup slack | `10.42 ns` |
| CP max stage delay | `0.68 ns` |
| Largest net degree at the start of global routing | `54` |
| CTS resizes | `0` |
| RSZ-0062 raised after global routing | `no` |
| Area leader share | `16.4%` |
| Placed Area | `0.00876 mm²` |
| WP data required | `18.81 ns` |
| Log Warnings | `36` |
| Starting Density | `30.5%` |
| Crit path DAT | `8.38 ns` |
| Reg2reg start | `in_b_reg[7]$_DFF_PN0_` |
| WL per Instance | `15.0 µm` |
| Crit path max fanout | `19` |
| LEAKAGE | `4.02 nW` |
| Final WL | `19800 µm` |
| CTS root buf | `clkbuf_16` |
| First DRT Iteration DRCs | `820` |
| Drt via density | `5.18` |
| Slew headroom | `45.5%` |
| Post-Syn Area | `0.00793 mm²` |
| Post-route DRC | `0` |
| Post-Place Worst Slack | `10.53 ns` |
| Hold Crit Depth | `0` |
| # IOs | `53` |
| Cts bufs inserted | `5` |
| CTS clock-pin slew for the worst setup and hold paths | `0.08 ns` |
| Synth top cell by count | `inv_1` |
| Die X-Extent | `165 µm` |
| GRT Overall Usage | `15.6%` |
| # hold bufs at CTS | `0` |
| Share of cells above drive strength 1 | `7.22%` |
| Synth unique cells | `92` |
| Status | `finished clean` |
| Grt ovf | `0` |
| Syn Inst Count | `955` |
| H-tree Lvls | `2` |
| Tcrit/Tclk final | `44.0%` |
| Synth warnings | `1` |
| FF-to-FF path depth | `33` |
| Cell taking the most area after synthesis | `dfrtp_1` |
| Fmax | `122 MHz` |
| Critical path origin | `in_b_reg[7]$_DFF_PN0_` |
| Skew final | `0.0121 ns` |
| Routability Congestion | `0.925` |
| Final hold vios | `0` |
| DRT Pass-1 Iters | `5` |
| Top cell by count, worst path | `ha_1` |
| Least-Margin Pin Slew | `0.811 ns` |
| Register area share after synthesis | `16.7%` |
| Antenna viol nets, final | `0` |
| Final setup viols | `0` |
| Diodes inserted | `0` |
| Vias in the first global route | `6380` |
| CTS tree | `built` |
| Worst Hold Slack | `0.419 ns` |
| Chip area | `0.0271 mm²` |
| Input/output buffers | `52` |
| Yosys reg bits | `53` |
| Post-route setup slack | `10.42 ns` |
| Commonest flop | `dfrtp_1` |
| Row cnt | `59` |
| Top post-synthesis cells by count | `inv_1 (86), ha_1 (82), nand2_1 (78)` |
| EDFF count, synth | `0` |
| Yosys cell count | `955` |
| Fin Setup TNS | `0 ns` |
| Max Cap Violations | `0` |
| Critical path class | `reg2reg` |
| Worst Setup Start Kind | `register` |
| Fin. max-slew vios | `0` |
| Synth area leaders | `dfrtp_1 (16%), ha_1 (13%), fa_1 (10%), and2_1 (5.6%), xnor2_1 (4.5%)` |
| CP max-delay cell | `ha_1` |
| Layout area overhead | `12.5%` |
| Vias | `6831` |
| Async S/R FF share, synth | `100%` |
| Setup Buffers After CTS | `0` |
| Power per cell area | `119 mW/mm²` |
| Die Ht | `165 µm` |
| Average size of a mapped cell | `8.30 µm²` |
-- area by class of cell --
| class | instances | area [µm²] |
|---|---|---|
| clock buffer | 6 | 139 |
| inverter | 86 | 323 |
| tap | 335 | 419 |
| multi-input combinational | 775 | 6100 |
| timing repair buffer | 62 | 591 |
| clock inverter | 2 | 16.3 |
| sequential | 53 | 1330 |
| fill | 2674 | 17100 |
-- worst max-delay path: cells and delay by family, from the launching register on --
kind / cells / cell delay [ns]
compound gates: 18 / 4.29
xor+xnor: 1 / 0.09
buf+inv: 2 / 0.16
simple gates: 7 / 1.44
flops: 1 / 0.42
fa+ha+maj: 5 / 1.65
-- worst min-delay path by stage --
stage             startpoint                 end  slack, ns
4_1_cts   state[3]$_DFF_PN0_  state[2]$_DFF_PN0_       0.43
5_1_grt   state[3]$_DFF_PN0_  state[2]$_DFF_PN0_       0.44
6_report  state[3]$_DFF_PN0_  state[2]$_DFF_PN0_       0.42
-- metrics by stage --
stage	std cells	total power [W]
2_1_floorplan	955	0.000777
3_3_place_gp	1311	0.000950
3_5_place_dp	1311	0.000945
4_1_cts	1319	0.00105
5_1_grt	1319	0.00115
6_report	1319	0.00106
-- cell usage in the layout (no fill, tap or decap), drive strengths merged, types with 11 or more instances in the layout --
| master | count |
|---|---|
| inv | 87 |
| nand2 | 79 |
| o221ai | 11 |
| o211ai | 14 |
| a21o | 14 |
| nor2 | 70 |
| nor3 | 15 |
| nand3 | 20 |
| clkdlybuf4s50 | 51 |
| a211oi | 12 |
| o22ai | 20 |
| xor2 | 23 |
| ha | 82 |
| xnor2 | 42 |
| o21ai | 53 |
| a21oi | 60 |
| dfrtp | 52 |
| and2 | 71 |
| fa | 41 |
| buf | 11 |
-- where the power goes --
group	internal (W)	leakage [nW]	switching (W)	total (W)
clock	0.0000542	0.0735	0.0000468	0.000101
sequential	0.000119	0.702	0.00000830	0.000127
combinational	0.000320	3.25	0.000510	0.000830
total	0.000493	4.02	0.000565	0.00106
-- layer usage --
| metal | part of all wire [%] | track usage [%] | vias to the layer above |
|---|---|---|---|
| li1 | - | - | 3417 |
| met1 | 49 | 24.2 | 3160 |
| met4 | 2.6 | 3.29 | 0 |
| met5 | 0 | 0 | - |
| met2 | 44 | 23.5 | 219 |
| met3 | 4.6 | 1.97 | 35 |
-- cell families (layout without fill, tap and decap cells) --
kind of cell,after synthesis,after routing,share of synthesized area (%)
AND/OR/NAND/NOR,314,314,20.7
AND-OR/OR-AND,260,260,23.4
buffers and inverters,127,156,6.28
adder cells (fa/ha/maj),123,123,23.3
XOR/XNOR,65,65,7.89
flip-flops,53,53,16.7
multiplexers,13,13,1.74
No activity file was given, so power comes from the tool's default toggle rates.
