## /design/flow/run.sh

```bash
#!/bin/bash
# OpenROAD 26Q1-2900-gdf79404cd8, Yosys 0.63+post, stock flow scripts
make -C /OpenROAD-flow-scripts/flow DESIGN_CONFIG=/design/flow/config.mk WORK_HOME=/design/flow/orfs finish
```

## /design/flow/config.mk

```make
export PLATFORM = sky130hd
export DESIGN_NAME = VM
export DESIGN_NICKNAME = VM
export VERILOG_FILES = /design/flow/design.v
export SDC_FILE = /design/flow/constraint.sdc
export NUM_CORES = 4
export LEC_CHECK = 1
export CORE_UTILIZATION = 50
```

## /design/flow/constraint.sdc

```tcl
current_design VM

set clk_period 7.0
set clk_io_pct 0.2

create_clock -name clk0 -period $clk_period [get_ports {clk}]

set non_clock_inputs [all_inputs -no_clocks]
set_input_delay [expr $clk_period * $clk_io_pct] -clock clk0 $non_clock_inputs
set_output_delay [expr $clk_period * $clk_io_pct] -clock clk0 [all_outputs]
```

## /design/flow/design.v

```verilog
module VM(
    clk,
    rst_n,
    in_item_valid,
    in_coin_valid,
    in_coin,
    in_rtn_coin,
    in_buy_item,
    in_item_price,
    out_monitor,
    out_valid,
    out_consumer,
    out_sell_num
);
input clk;
input rst_n;
input in_item_valid;
input in_coin_valid;
input [5:0] in_coin;
input in_rtn_coin;
input [2:0] in_buy_item;
input [4:0] in_item_price;
output logic [8:0] out_monitor;
output logic [3:0] out_consumer;
output logic [5:0] out_sell_num;
output logic out_valid;
logic [3:0] state;
logic [3:0] state_next;
logic [4:0] items_price_reg_out [6:1];
logic [4:0] items_price_reg_next [6:1];
logic [4:0] item_price;
logic [5:0] item_cnt_out [6:1];
logic [5:0] item_cnt_next [6:1];
logic [5:0] sel_cnt;
logic [5:0] sel_cnt_add1;
logic [1:6] sel_decode;
logic [8:0] coin_reg_out;
logic [8:0] coin_reg_next;
logic [8:0] coin_rtn_out;
logic [8:0] coin_rtn_next;
logic [2:0] rtn_num_seq;
parameter S_idle = 0;
parameter S_rtn = 2;  
parameter S_nortn = 10;  
parameter S_dne1 = 1;
parameter S_dne2 = 8;
parameter S_dne3 = 9;
always_ff @(posedge clk or negedge rst_n) begin: FSM
    if(!rst_n)
        state <= S_idle;
    else
        state <= state_next;
end
always_comb begin : FSM_comb
    casez(state)
        S_idle: begin
            if(!in_rtn_coin & (in_buy_item == 0))
                state_next = S_idle;
            else if(coin_reg_out < item_price)
                state_next = S_nortn;
            else 
                state_next = S_rtn;
        end
        S_rtn,S_rtn+1,S_rtn+2,S_rtn+3,S_rtn+4,S_nortn,S_nortn+1,S_nortn+2,S_nortn+3,S_nortn+4: state_next = state + 1;
        S_rtn+5,S_nortn+5: state_next = S_idle;
        default: state_next = 'x;
    endcase
end
always_ff @(posedge clk) begin
    for(int i=1; i<=6; i=i+1) items_price_reg_out[i] <= items_price_reg_next[i];
    for(int i=1; i<=6; i=i+1) item_cnt_out[i] <= item_cnt_next[i];
    coin_rtn_out <= coin_rtn_next;
end
always_ff @(posedge clk or negedge rst_n) begin
    if(!rst_n) begin
        coin_reg_out <= 0;
        out_consumer <= 0;
    end
    else begin
        coin_reg_out <= coin_reg_next;
        out_consumer <= rtn_num_seq;
    end
end
always_comb begin
    for(int i=1; i<6; i=i+1) items_price_reg_next[i] = in_item_valid? items_price_reg_out[i+1] : items_price_reg_out[i];
    items_price_reg_next[6] = in_item_valid? in_item_price : items_price_reg_out[6];
    casez(in_buy_item)
        0: item_price = 0;
        1: item_price = items_price_reg_out[1];
        2: item_price = items_price_reg_out[2];
        3: item_price = items_price_reg_out[3];
        4: item_price = items_price_reg_out[4];
        5: item_price = items_price_reg_out[5];
        6: item_price = items_price_reg_out[6];
        default: item_price = 0;
    endcase
    coin_reg_next = (state == S_rtn)? 0 : (in_coin + coin_reg_out);
    out_monitor = (state == S_rtn)? 0 : coin_reg_out;
    casez(state)
        S_idle: begin
            coin_rtn_next = coin_reg_out - item_price;
            rtn_num_seq = (coin_reg_out < item_price)? 0 : in_buy_item;
        end
        S_rtn: begin
if(coin_rtn_out >= 325) begin  
                coin_rtn_next = coin_rtn_out - 350;
                rtn_num_seq = 7;
            end
            else if(coin_rtn_out >= 300) begin
                coin_rtn_next = coin_rtn_out - 300;
                rtn_num_seq = 6;
            end
            else if(coin_rtn_out >= 250) begin
                coin_rtn_next = coin_rtn_out - 250;
                rtn_num_seq = 5;
            end
            else if(coin_rtn_out >= 200) begin
                coin_rtn_next = coin_rtn_out - 200;
                rtn_num_seq = 4;
            end
            else if(coin_rtn_out >= 150) begin
                coin_rtn_next = coin_rtn_out - 150;
                rtn_num_seq = 3;
            end
            else if(coin_rtn_out >= 100) begin
                coin_rtn_next = coin_rtn_out - 100;
                rtn_num_seq = 2;
            end
            else if(coin_rtn_out >= 50) begin
                coin_rtn_next = coin_rtn_out - 50;
                rtn_num_seq = 1;
            end
            else begin
                coin_rtn_next = coin_rtn_out;
                rtn_num_seq = 0;
            end
        end
        S_rtn+1: begin
            if(coin_rtn_out >= 40) begin
                coin_rtn_next = coin_rtn_out - 40;
                rtn_num_seq = 2;
            end
            else if(coin_rtn_out >= 20) begin
                coin_rtn_next = coin_rtn_out - 20;
                rtn_num_seq = 1;
            end
            else begin
                coin_rtn_next = coin_rtn_out;
                rtn_num_seq = 0;
            end
        end
        S_rtn+2: begin
            if(coin_rtn_out >= 10) begin
                coin_rtn_next = coin_rtn_out - 10;
                rtn_num_seq = 1;
            end
            else begin
                coin_rtn_next = coin_rtn_out;
                rtn_num_seq = 0;
            end
        end
        S_rtn+3: begin
            if(coin_rtn_out >= 5) begin
                coin_rtn_next = coin_rtn_out - 5;
                rtn_num_seq = 1;
            end
            else begin
                coin_rtn_next = coin_rtn_out;
                rtn_num_seq = 0;
            end
        end
        S_rtn+4: begin
            coin_rtn_next = 'x;
            rtn_num_seq = coin_rtn_out;
        end
        S_rtn+5: begin
            coin_rtn_next = 'x;
            rtn_num_seq = coin_rtn_out;  
        end
        S_nortn, S_nortn+1, S_nortn+2, S_nortn+3, S_nortn+4, S_nortn+5: begin
            coin_rtn_next = 'x;
            rtn_num_seq = 0;
        end
        S_dne1: begin
            coin_rtn_next = 'x;
            rtn_num_seq = 'x;
        end
        S_dne2,S_dne3: begin
            coin_rtn_next = 'x;
            rtn_num_seq = 0;
        end
        default: begin
            coin_rtn_next = 'x;
            rtn_num_seq = 'x;
        end
    endcase
    casez(in_buy_item)
        1: sel_cnt = item_cnt_out[1];
        2: sel_cnt = item_cnt_out[2];
        3: sel_cnt = item_cnt_out[3];
        4: sel_cnt = item_cnt_out[4];
        5: sel_cnt = item_cnt_out[5];
        6: sel_cnt = item_cnt_out[6];
        default: sel_cnt = 'x;
    endcase
    sel_cnt_add1 = sel_cnt + 1;
    casez(in_buy_item)
        0: sel_decode = 'b000000;
        1: sel_decode = 'b100000;
        2: sel_decode = 'b010000;
        3: sel_decode = 'b001000;
        4: sel_decode = 'b000100;
        5: sel_decode = 'b000010;
        6: sel_decode = 'b000001;
        default: sel_decode = 'x;
    endcase
    for(int i=1; i<=6; i=i+1)
        item_cnt_next[i] = in_item_valid? 0 : (sel_decode[i] & ~(coin_reg_out < item_price)? sel_cnt_add1 : item_cnt_out[i]);
    casez (state[2:0])
        S_rtn: out_sell_num = item_cnt_out[1];
        S_rtn+1: out_sell_num = item_cnt_out[2];
        S_rtn+2: out_sell_num = item_cnt_out[3];
        S_rtn+3: out_sell_num = item_cnt_out[4];
        S_rtn+4: out_sell_num = item_cnt_out[5];
        S_rtn+5: out_sell_num = item_cnt_out[6];
        default: out_sell_num = 0;
    endcase
    out_valid = (state[2:0] >= S_rtn);
end
endmodule
```

==> results.ini <==
[cts]
cts_setup_buffers = 0
h-tree-depth = 3
cts_tree = done
cts.sink_count = 91
cts-root-buf = clkbuf_16
cts_resized = 0
cts-buffers-inserted = 9
ctsHoldBuffers = 0
clk_latency_ns = 0.35
max-clock-path-buffers = 2
path_clk_slew_ns = 0.07

[floorplanning]
die_w_um = 120
pin_count = 39
die_h_um = 120
rows = 42
core_area_sq_um = 13500
fp-utilization = 0.521
chip_area_sq_um = 14500

[placed_design]
io_buffers = 36
hpwl_um = 14800
place_congestion = 0.964

[finish]
area_growth_syn_to_layout_pct = 9.91
seqCellArea_sq_um = 2290
fin_util = 0.573
mostFrequentLayoutCells = 91 x nor2_1, 67 x a21oi_1, 52 x nand2_1
n_fill_cell = 1220
drive_gt1_frac = 0.0746
multiInputGateArea_sq_um = 4310
mostFrequentLayoutCell = nor2_1

[route]
avgViaCountPerCell = 6.60
wl_um = 21800
drtAntennaViolNets = 0
vias = 6731
wl_per_cell_um = 21.4
drc_errors = 0
first_iter_violations = 667
diodes = 0
first_pass_iters = 5

[timing]
rsz0062_at_grt = no
timing.fmax_mhz = 181
finalHoldViolCount = 0
finalClockPeriodUsage = 0.789
finalSetupViolCount = 0
period_minus_slack_ns = 5.52
fin_skew_ns = 0.00975
tightest_slew_ns = 1.04
slew_headroom = 0.308
tns_ns = 0
final_max_slew_viol_count = 0

[global_routing]
grt_use_total = 0.321
grt_pass1_vias = 6309
gr-total-overflow = 0
grt_first_pass_wirelength_um = 34500
antenna_found_initial = 0
grt_max_degree = 79

[critical_path]
cp.required_ns = 7.22
start_kind = input pin
cp-end-kind = flip-flop
cp_data_arrival_time_ns = 5.74
critical_path_class = in -> reg
crit_fanout = 14

[synth]
yosys-stat-area_sq_um = 7010
syn_inst = 839
netlist_area_sq_um = 7010
synth_seq_share = 0.327
synth_warnings = 5
ys_cells = 839
edf_count = 39
synth_flop_count = 91
synthFlopType = edfxtp_1
synth.distinct_cells = 80
syn_area_per_cell_sq_um = 8.35
async_reset_ff_frac = 0.176

[job]
max_cap_viol_count = 0
warning_count = 46

[min_path]
hold_path_class = reg -> reg

[power]
p_total_mw = 3.57
p_leak_nw = 2.77
peakVddDrop_mv = 0.219
power_density_nw_per_um2 = 463

[status]
status = finished, final reports clean

## synth_stat cells, drive strengths merged (19+ instances only)
| master | count | area [sq um] |
|---|---|---|
| a211oi | 29 | 223 |
| a21oi | 67 | 335 |
| buf | 23 | 118 |
| clkbuf | 37 | 139 |
| dfxtp | 36 | 721 |
| edfxtp | 39 | 1170 |
| ha | 38 | 475 |
| inv | 37 | 139 |
| nand2 | 52 | 195 |
| nand3 | 19 | 95.1 |
| nor2 | 93 | 354 |
| nor3 | 32 | 175 |
| o21ai | 43 | 223 |
| xnor2 | 23 | 201 |
## area by class of cell
| type | count | share of cell area |
|---|---|---|
| multi-input combinational | 649 | 0.560 |
| sequential | 91 | 0.298 |
| inverter | 39 | 0.0190 |
| clock inverter | 6 | 0.00634 |
| clock buffer | 10 | 0.0297 |
| timing repair buffer | 49 | 0.0588 |
| tap | 176 | 0.0286 |
## state kept, by name, indices dropped and copies added, names as in the netlist
name / count
coin_rtn_out: 9
out_consumer: 3
state: 4
coin_reg_out: 9
item_cnt_out: 36
items_price_reg_out: 30
## worst paths after layout
path | start | to | slack [ns] | cells past startpoint
max in group asynchronous | rst_n | coin_reg_out[8] | 5.02 | 1
max reg2reg | coin_rtn_out[3] | coin_rtn_out[5] | 3.26 | 8
max | in_buy_item[2] | item_cnt_out[5][5] | 1.48 | 12
min in group asynchronous | rst_n | out_consumer[0] | 1.50 | 1
min | items_price_reg_out[6][0] | items_price_reg_out[5][0] | 0.45 | 0
min reg2reg | items_price_reg_out[6][0] | items_price_reg_out[5][0] | 0.45 | 0
## per-stage QoR
stage                     cell area [sq um]  hold WS [ns]  cells  worst slack, ns
final                                  7700         0.447   1020             1.48
after global routing                   7700         0.453   1020             1.16
after CTS                              7700         0.449   1020             1.59
after detailed placement               7420         0.434   1004             1.26
after global placement                 7420         0.424   1004             1.35
after floorplan                        7010         0.418    839             2.54
## power breakdown
group	internal, mW	switching (mW)	total (mW)
Clock	0.246	0.226	0.472
Sequential	0.695	0.131	0.826
Combinational	0.862	1.41	2.27
Total	1.80	1.77	3.57
## cell families after synthesis
group / Yosys count / synth area share
xor+xnor: 32 / 0.0400
flops: 91 / 0.327
compound gates: 274 / 0.274
simple gates: 287 / 0.204
buf+inv: 99 / 0.0575
mux: 15 / 0.0227
other cells: 1 / 0.000535
fa+ha+maj: 40 / 0.0736
## worst max-delay path, cell delays in order
cell             delay, ns
clkdlybuf4s50_1       0.77
inv_1                 0.44
nor2_1                0.17
a221oi_1              0.35
nor2_1                0.09
a311oi_1              0.47
ha_1                  0.40
nand3_1               0.09
nand2_1               0.23
nor3_2                0.66
nor3_2                0.27
o311ai_0              0.38
## per-layer routing
layer	share of wire	wire, um	global-route usage	vias up
li1	-	-	-	3166
met1	0.41	9040	0.467	3137
met2	0.45	9860	0.472	355
met3	0.086	1880	0.0804	73
met4	0.047	1020	0.131	0
met5	0	0	0	-
Power and IR drop assume default switching activity.
