===== /design/flow/config.mk =====
export PLATFORM = sky130hd
export DESIGN_NAME = MIPS
export DESIGN_NICKNAME = MIPS
export VERILOG_FILES = /design/flow/design.v
export SDC_FILE = /design/flow/constraint.sdc
export NUM_CORES = 4
export LEC_CHECK = 1
export CORE_UTILIZATION = 50

===== /design/flow/constraint.sdc =====
current_design MIPS

set clk_period 14.5
set clk_io_pct 0.2

create_clock -name clk0 -period $clk_period [get_ports {clk}]

set non_clock_inputs [all_inputs -no_clocks]
set_input_delay [expr $clk_period * $clk_io_pct] -clock clk0 $non_clock_inputs
set_output_delay [expr $clk_period * $clk_io_pct] -clock clk0 [all_outputs]

===== /design/flow/design.v =====
module MIPS(
    clk,
    rst_n,
    in_valid,
    instruction,
	output_reg,
    out_valid,
    out_1,
	out_2,
	out_3,
	out_4,
	instruction_fail
);
input clk;
input rst_n;
input in_valid;
input [31:0] instruction;
input [19:0] output_reg;
output logic out_valid, instruction_fail;
output logic [31:0] out_1, out_2, out_3, out_4;
parameter addr0 = 5'b10001;
parameter addr1 = 5'b10010;
parameter addr2 = 5'b01000;
parameter addr3 = 5'b10111;
parameter addr4 = 5'b11111;
parameter addr5 = 5'b10000;
logic [31:0] instruction_reg_in;
logic [31:0] instruction_reg;
logic [5:0] opcode;
logic [4:0] source_addr;
logic [4:0] target_addr;
logic [4:0] destination_addr;
logic [4:0] shamt;
logic [5:0] funct;
logic [15:0] imm;
logic instruction_wrong;
logic funct_error;
logic instruction_wrong_buf2;
logic instruction_wrong_buf2_outval;
logic [31:0] register [5:0];
logic [5:0] sel_rs;
logic [5:0] sel_rt;
logic [5:0] sel_rd;
logic [5:0] sel_in_bus;
logic [31:0] ALU_out;
logic [31:0] shifter_out;
logic [31:0] in_bus;
logic [31:0] s_bus;
logic [31:0] t_bus;
logic out_ena;
logic [31:0] out_reg [3:0];
logic out_valid_buf1;
logic out_valid_buf2;
logic [19:0] output_reg_buf1;
logic [19:0] output_reg_buf2;
assign instruction_reg_in = in_valid? instruction : 0;
always_ff @(posedge clk or negedge rst_n) begin
    if(!rst_n)
        instruction_reg <= 0;
    else
        instruction_reg <= instruction_reg_in;
end
assign {opcode,source_addr,target_addr,destination_addr,shamt,funct} = instruction_reg;
assign imm = instruction_reg[15:0];
always_comb begin
    casez(funct)
        'b100000, 'b100100, 'b100101, 'b100111, 'b000000, 'b000010: funct_error = 0;
        default: funct_error = 1;
    endcase
end
assign instruction_wrong = |{opcode[5:4],opcode[2:0]} | (sel_rs == 0) | (sel_rt == 0) | (!opcode[3] & (sel_rd == 0)) | (!opcode[3] & funct_error);
assign instruction_wrong_buf2_outval = instruction_wrong_buf2 & out_valid_buf2;
always_ff @(posedge clk or negedge rst_n) begin
    if(!rst_n) begin
        instruction_wrong_buf2 <= 0;
    end
    else begin
        instruction_wrong_buf2 <= instruction_wrong;
    end
end
assign instruction_fail = instruction_wrong_buf2_outval;
Register32 reg0(.clk(clk), .rst_n(rst_n), .in(in_bus), .ena(sel_in_bus[0]), .out(register[0]));
Register32 reg1(.clk(clk), .rst_n(rst_n), .in(in_bus), .ena(sel_in_bus[1]), .out(register[1]));
Register32 reg2(.clk(clk), .rst_n(rst_n), .in(in_bus), .ena(sel_in_bus[2]), .out(register[2]));
Register32 reg3(.clk(clk), .rst_n(rst_n), .in(in_bus), .ena(sel_in_bus[3]), .out(register[3]));
Register32 reg4(.clk(clk), .rst_n(rst_n), .in(in_bus), .ena(sel_in_bus[4]), .out(register[4]));
Register32 reg5(.clk(clk), .rst_n(rst_n), .in(in_bus), .ena(sel_in_bus[5]), .out(register[5]));
AddrDecoder addr_source(.addr(source_addr), .sel(sel_rs));
AddrDecoder addr_target(.addr(target_addr), .sel(sel_rt));
AddrDecoder addr_destination(.addr(destination_addr), .sel(sel_rd));
assign sel_in_bus = (opcode[3]? sel_rt : sel_rd) & {6{!instruction_wrong}};
ALU alu(.source(s_bus),.target(t_bus),.sel(funct[2:0]),.out(ALU_out));
Shifter shift(.in(t_bus), .rs(funct[1]), .shamt(shamt), .out(shifter_out));
always_comb begin
    casez(source_addr)
        addr0: s_bus = register[0];
        addr1: s_bus = register[1];
        addr2: s_bus = register[2];
        addr3: s_bus = register[3];
        addr4: s_bus = register[4];
        addr5: s_bus = register[5];
        default: s_bus = 'x;
    endcase
    casez(target_addr)
        addr0: t_bus = register[0];
        addr1: t_bus = register[1];
        addr2: t_bus = register[2];
        addr3: t_bus = register[3];
        addr4: t_bus = register[4];
        addr5: t_bus = register[5];
        default: t_bus = 'x;
    endcase
    if(opcode[3])
        in_bus = imm + s_bus;
    else if(funct[5]) 
        in_bus = ALU_out;
    else
        in_bus = shifter_out;
end
always_ff @(posedge clk or negedge rst_n) begin
    if(!rst_n) begin
        output_reg_buf1 <= 0;
        output_reg_buf2 <= 0;
    end
    else begin
        output_reg_buf1 <= output_reg;
        output_reg_buf2 <= output_reg_buf1;
    end
end
assign out_ena = !instruction_wrong_buf2 & out_valid_buf2;
DataMux datamux0(.addr(output_reg_buf2[4:0]), .dat0(register[0]), .dat1(register[1]), .dat2(register[2]), .dat3(register[3]), .dat4(register[4]), .dat5(register[5]), .ena(out_ena), .out(out_reg[0]));
DataMux datamux1(.addr(output_reg_buf2[9:5]), .dat0(register[0]), .dat1(register[1]), .dat2(register[2]), .dat3(register[3]), .dat4(register[4]), .dat5(register[5]), .ena(out_ena), .out(out_reg[1]));
DataMux datamux2(.addr(output_reg_buf2[14:10]), .dat0(register[0]), .dat1(register[1]), .dat2(register[2]), .dat3(register[3]), .dat4(register[4]), .dat5(register[5]), .ena(out_ena), .out(out_reg[2]));
DataMux datamux3(.addr(output_reg_buf2[19:15]), .dat0(register[0]), .dat1(register[1]), .dat2(register[2]), .dat3(register[3]), .dat4(register[4]), .dat5(register[5]), .ena(out_ena), .out(out_reg[3]));
always_comb begin
    out_1 = out_reg[0];
    out_2 = out_reg[1];
    out_3 = out_reg[2];
    out_4 = out_reg[3];
end
always_ff @(posedge clk or negedge rst_n) begin
    if(!rst_n) begin
        out_valid_buf1 <= 0;
        out_valid_buf2 <= 0;
    end
    else begin
        out_valid_buf1 <= in_valid;
        out_valid_buf2 <= out_valid_buf1;
    end
end
assign out_valid = out_valid_buf2;
endmodule
module ALU(source, target, sel, out);
input [31:0] source, target;
input [2:0] sel;
output logic [31:0] out;
always_comb begin
    casez(sel)
        3'b000: out = source + target;
        3'b100: out = source & target;
        3'b101: out = source | target;
        3'b111: out = ~(source | target);
        default: out = 'x;
    endcase
end
endmodule
module Shifter(in, rs, shamt, out);
input [31:0] in;
input rs;
input [4:0] shamt;
output logic [31:0] out;
always_comb begin
    if(rs)
        out = in>>shamt;
    else
        out = in<<shamt;
end
endmodule
module AddrDecoder(addr, sel);
input [4:0] addr;
output logic [5:0] sel;
parameter addr0 = 5'b10001;
parameter addr1 = 5'b10010;
parameter addr2 = 5'b01000;
parameter addr3 = 5'b10111;
parameter addr4 = 5'b11111;
parameter addr5 = 5'b10000;
always_comb begin
    casez(addr)
        addr0: sel = 6'b000001;
        addr1: sel = 6'b000010;
        addr2: sel = 6'b000100;
        addr3: sel = 6'b001000;
        addr4: sel = 6'b010000;
        addr5: sel = 6'b100000;
        default: sel = 6'b000000;
    endcase
end
endmodule
module DataMux(addr, dat0, dat1, dat2, dat3, dat4, dat5, ena, out);
input [4:0] addr;
input [31:0] dat0, dat1, dat2, dat3, dat4, dat5;
input ena;
output logic [31:0] out;
logic [31:0] data_selected;
parameter addr0 = 5'b10001;
parameter addr1 = 5'b10010;
parameter addr2 = 5'b01000;
parameter addr3 = 5'b10111;
parameter addr4 = 5'b11111;
parameter addr5 = 5'b10000;
always_comb begin
    casez(addr)
        addr0: data_selected = dat0;
        addr1: data_selected = dat1;
        addr2: data_selected = dat2;
        addr3: data_selected = dat3;
        addr4: data_selected = dat4;
        addr5: data_selected = dat5;
        default: data_selected = 0;
    endcase
    out = data_selected & {32{ena}};
end
endmodule
module Register32 (clk, rst_n, in, ena, out);
input clk, rst_n, ena;
input [31:0] in;
output logic [31:0] out;
logic [31:0] reg_in;
assign reg_in = ena? in : out;
always_ff @(posedge clk or negedge rst_n) begin
    if(!rst_n)
        out <= 0;
    else
        out <= reg_in;
end
endmodule

===== /design/flow/run.sh =====
#!/bin/bash
# OpenROAD 26Q1-2900-gdf79404cd8, Yosys 0.63+post, stock flow scripts
make -C /OpenROAD-flow-scripts/flow DESIGN_CONFIG=/design/flow/config.mk WORK_HOME=/design/flow/orfs finish

==> results.json <==
{
  "outcome": "completed",
  "post_dp_area_sq_mm": 0.0297,
  "postLayoutSetupSlackWorst_ps": 7160,
  "synth_flops": 267,
  "resized_after_cts": 0,
  "worst-slew-pin-transition_ps": 1140,
  "worstSkewPairLatency_ps": 650,
  "grt_antenna_before_repair": 4,
  "path_delay_family": "simple AND/OR/NAND/NOR gates",
  "routed_wire_length_per_instance_microns": 34.0,
  "worst_r2r_startpoint": "instruction_reg[22]",
  "ys_top_cells_by_area": "sky130_fd_sc_hd__dfrtp_1, sky130_fd_sc_hd__mux2_2, sky130_fd_sc_hd__a22oi_1, sky130_fd_sc_hd__mux2i_1, sky130_fd_sc_hd__mux4_2",
  "syn_area_sq_mm": 0.0274,
  "final_period_minus_worst_setup_slack_ps": 7340,
  "max-clock-path-buffers": 3,
  "drt_pre_antenna_iters": 10,
  "synth_sequential_area_ratio": 0.244,
  "first_global_vias": 28300,
  "crit-reg2reg-capture": "reg4.out[24]",
  "placement_rows": 85,
  "average_cell_area_after_synthesis_sq_um": 8.62,
  "cell_chosen_for_the_clock_root": "sky130_fd_sc_hd__clkbuf_16",
  "dp_cells": 3844,
  "yosys_warnings": 8,
  "fraction_of_layout_cells_with_a_size_suffix_above_1": 0.160,
  "gr-total-overflow": 0,
  "n_antenna_cell": 0,
  "critical_path_start_type": "register",
  "post-synth-top-area-fraction": 0.244,
  "finalCritPeriodShare": 0.506,
  "whs_ps": 346,
  "yosysMostFrequentCell": "sky130_fd_sc_hd__dfrtp_1",
  "htreeDepth": 1,
  "vias": 30400,
  "grt_max_degree": 94,
  "layout_utilization": 0.568,
  "yosys.stat.chipArea_sq_mm": 0.0274,
  "most_frequently_used_flop_master_after_synthesis": "sky130_fd_sc_hd__dfrtp_1",
  "detail_route.iter0.violations": 5113,
  "port-buffer-count": 184,
  "area_delta_synth_final_pct": 11.9,
  "die_area_sq_mm": 0.0558,
  "log_warnings": 57,
  "synth_stat.cells": 3183,
  "post_synth_num_cell_types": 110,
  "layout.cells.non_filler": 3899,
  "synth-edff-count": 0,
  "post_synth_inst_count": 3183,
  "post-route-cell-area_sq_mm": 0.0307,
  "max_freq_mhz": 136,
  "groute.usage.overall": 0.483,
  "die_width_microns": 236,
  "timing.max_cap.violations": 0,
  "worstRegToRegCells": 16,
  "critical_path_required_ps": 11600,
  "ff2ff_setup_slack_ps": 7860,
  "grt_setup_unrepaired": "false",
  "cts_made_buffers": 30,
  "total_power_mw": 2.18,
  "hold_path_end": "output_reg_buf2[11]",
  "fin_tns_setup_ps": 0,
  "ys_top_cells_by_count": "sky130_fd_sc_hd__dfrtp_1, sky130_fd_sc_hd__a22oi_1, sky130_fd_sc_hd__clkbuf_1",
  "pre_place_util": 0.508,
  "postRouteWirelength_microns": 132000,
  "power-per-cell-area_mw_per_mm2": 71.0,
  "hold_path.startpoint": "output_reg_buf1[11]",
  "number_of_slew_limit_violations_in_the_final_report": 0,
  "worst_path_largest_cell_delay_ps": 960,
  "critical_path.startpoint": "output_reg_buf2[16]",
  "worst_setup_hold_path_clk_slew_ps": 70,
  "setup_viols_final": 0,
  "ant_nets": 0,
  "hold_buffer_count_at_cts": 0,
  "timing.hold.worst.class": "register to register",
  "tritoncts": "yes",
  "die_y_microns": 236,
  "crit_arrival_ps": 4440,
  "post_dp_hpwl_microns": 95600,
  "crit_path_cells": "nand4_1, nor2_1, buf_4, a22oi_1, a31oi_1, clkdlybuf4s50_1",
  "grt_first_pass_wirelength_microns": 194000,
  "endpoint_kind": "output pin",
  "top_level_pins": 185,
  "synth_top_cell_by_area": "sky130_fd_sc_hd__dfrtp_1",
  "core_sq_mm": 0.0540,
  "ir_drop_mv": 0.112,
  "via_per_inst": 7.80,
  "timing.setup.critical_path_class": "register to output pin",
  "crit_path_top_delay_cell": "sky130_fd_sc_hd__nor2_1",
  "place_congestion": 1.08,
  "post-cts-setup-buffer-count": 0,
  "critPathBufInv": 2,
  "crit_path_max_fanout": 15,
  "leakage_power_of_the_design_nw": 11.5,
  "pre_cts_ws_ps": 8090,
  "fin_worst_skew_ps": 78.8,
  "timing.hold.worst_path_depth": 0,
  "detail_route.drc_violations": 0,
  "sinks_on_the_clock_net": 267,
  "timing.final.hold_violations": 0,
  "maxSlewHeadroom": 0.232,
  "postSynth.asyncResetShare": 1.00
}
## logic make-up (layout without fill, tap and decap cells)
| kind of cell | count (synthesis) | count (layout) | synth area share |
|---|---|---|---|
| AOI/OAI and AO/OA | 1255 | 1255 | 0.342 |
| and+or+nand+nor | 729 | 729 | 0.128 |
| buffers and inverters | 426 | 446 | 0.0633 |
| muxes | 391 | 391 | 0.175 |
| DFF | 267 | 267 | 0.244 |
| adders and majority gates | 82 | 82 | 0.0379 |
| xor gates and xnor gates | 33 | 33 | 0.0105 |
## worst max-delay path by stage
stage | endpoint | slack [ps] | cells after the start
finish | out_4[7] | 7160 | 6
global route | out_4[7] | 7050 | 6
CTS | out_4[7] | 7390 | 6
## layout make-up
| class | instances | area (sq um) |
|---|---|---|
| fillers | 4632 | 23300 |
| multi-input cells | 2490 | 19100 |
| flip-flops and latches | 267 | 6690 |
| repair buffers | 292 | 2660 |
| well taps | 696 | 871 |
| clock buffers | 39 | 825 |
| inverters | 99 | 372 |
| clock inverters | 16 | 183 |
## where the power goes
part,internal (mW),switching [mW]
sequential,0.758,0.0255
clock,0.439,0.340
combinational,0.203,0.412
total,1.40,0.778
## placed cells by master, fill, tap and decap left out, types with 103 or more instances in the layout
master and instances:
sky130_fd_sc_hd__dfrtp_1 259, sky130_fd_sc_hd__a22oi_1 246, sky130_fd_sc_hd__nor2_1 209, sky130_fd_sc_hd__mux2_2 199, sky130_fd_sc_hd__nand2_1 188, sky130_fd_sc_hd__clkdlybuf4s50_1 183
sky130_fd_sc_hd__a21oi_1 150, sky130_fd_sc_hd__mux2i_1 137, sky130_fd_sc_hd__a31oi_1 124, sky130_fd_sc_hd__buf_4 108, sky130_fd_sc_hd__o21ai_0 103
## layer usage
metal  routed length (microns)  global-route usage
met1                     48500               0.663
met2                     54200               0.669
met3                     18600               0.170
met4                     11100               0.285
met5                        23            0.000866
Power is estimated from default activity; no workload was simulated.
